`flow/run.sh`:
```
#!/bin/bash
# OpenROAD 26Q1-2900-gdf79404cd8, Yosys 0.63+post, stock flow scripts
make -C /OpenROAD-flow-scripts/flow DESIGN_CONFIG=/design/flow/config.mk WORK_HOME=/design/flow/orfs finish
```
`flow/config.mk`:
```
export PLATFORM = sky130hd
export DESIGN_NAME = Division_nrestoring
export DESIGN_NICKNAME = Division_nrestoring
export VERILOG_FILES = /design/flow/design.v
export SDC_FILE = /design/flow/constraint.sdc
export NUM_CORES = 4
export LEC_CHECK = 1
export CORE_AREA = 10 10 90 90
export DIE_AREA = 0 0 100 100
```
`flow/constraint.sdc`:
```
current_design Division_nrestoring

set clk_period 1.2
set clk_io_pct 0.2

create_clock -name clk0 -period $clk_period [get_ports {clk}]

set non_clock_inputs [all_inputs -no_clocks]
set_input_delay [expr $clk_period * $clk_io_pct] -clock clk0 $non_clock_inputs
set_output_delay [expr $clk_period * $clk_io_pct] -clock clk0 [all_outputs]
```
`flow/design.v`:
```
`timescale 1ns/1ps
module Division_nrestoring (lda,ldm,ldq,a_0,a_1,clra,sfta,sftq,eqz,ldent,clk,data_in,decr,q0,q1,add,sub);
input lda,ldm,ldq,clra,sfta,sftq,clk,ldent,decr;
parameter N=3;
input [N-1:0] data_in;
input q0,q1,add,sub;
output eqz;
output a_0,a_1;
wire [N-1:0] A,M,Z,Q;
wire [N-1:0] count;
assign eqz= ~|count;
shiftreg1 Ac (A,Z,sfta,clra,Q[N-1],clk,add,sub);
compareA  A_c(a_0,a_1,A);
shiftreg2 Qc (Q,data_in,q0,q1,ldq,sftq,clk);
PIPO Mul (M,data_in,ldm,clk);
ALU Sub (Z,A,M,add,sub);
Counter c (count,decr,ldent,clk);
endmodule
module shiftreg1 (out,in,sft,clr,s_in,clk,add,sub);
input s_in,clk,clr,sft,add,sub;
parameter N=3;
input [N-1:0] in;
output reg [N-1:0] out;
always @(posedge clk)
begin
if(sft) out<={out[N-2:0],s_in};
else if(clr) out<=0;
else if(sub && !add || !sub && add) out<=in;
end
endmodule
module compareA (a_0,a_1,A);
parameter N=3;
input [N-1:0] A;
output reg a_0,a_1;
always @(*)
begin
    if(!A[N-1]) 
    begin
        a_0<=1;a_1<=1;
    end
    else begin
        a_0<=0;a_1<=0;
    end
end
endmodule
module shiftreg2 (out,in,q0,q1,ld,sft,clk);
input ld,clk,sft;
parameter N=3;
input q0,q1;
input [N-1:0] in;
output reg [N-1:0] out;
always @(posedge clk)
begin
    if(sft) out<=out<<1;
    else if(!q0 && q1) out<={out[N-1:1],1'b1};
    else if(q0 && !q1) out<={out[N-1:1],1'b0};
    else if(ld) out<=in;
end
endmodule
module PIPO (out,in,ld,clk);
parameter N=3;
input ld,clk;
input [N-1:0] in;
output reg [N-1:0] out;
always @(posedge clk)
if(ld) out<=in;
endmodule
module ALU (out,in1,in2,add,sub);
parameter N=3;
input [N-1:0] in1,in2;
output reg [N-1:0]out;
input add,sub;
always @(*)
begin
    if(sub && !add) begin out<=in1-in2; end 
    else if(add && !sub) begin out<=in1+in2; end    
end
endmodule
module Counter (data_out,decr,ldent,clk);
parameter N=3;
    input decr,clk,ldent;
    output reg [N-1:0] data_out;
    always @(posedge clk)
    begin
        if(ldent) data_out<=N;
        else if(decr) data_out<=data_out-1;
    end
endmodule
module Controller (lda,ldm,ldq,a_0,a_1,clra,sfta,sftq,eqz,ldent,clk,decr,q0,q1,add,sub,start,done);
input clk, start,eqz;
input a_0,a_1;
output reg lda,ldm,ldq,clra,sfta,sftq,ldent,decr,done;
output reg q0,q1,add,sub;
reg [3:0] state;
parameter s0=4'b0000, s1=4'b0001,s2=4'b0010,s3=4'b0011,s4=4'b0100,s5= 4'b0101,s6=4'b0110,s7=4'b0111,s8=4'b1000,s9=4'b1001,s10=4'b1010,s11=4'b1011,s12=1100;
always @(posedge clk)
begin
    case (state)
        s0: if(start) state<=s1;
        s1:state<=s2;
        s2:if(a_0 && a_1) state<=s3;
           else if(!a_0 && !a_1)state<=s4;
        s3:state<=s5;
        s4:state<=s5;
        s5:if(a_0 && a_1) state<=s6;
           else if(!a_0 && !a_1)state<=s7;
        s6:state<=s8;
        s7:state<=s8;
        s8:state<=s9;
        s9:#2 if(!eqz) state<=s2;
              else state<=s10;
        s10:if(a_0 && a_1) state<=s12;
           else if(!a_0 && !a_1) state<=s11;
        s11:state<=s12;
        s12:state<=s12;
        default: state<=s0;
    endcase
end
always @(state)
begin
    case (state)
        s0: begin
            ldm=0;ldq=0;clra=0;sfta=0;sftq=0;ldent=0;decr=0;done=0;sfta=0;sftq=0;lda=0;
        end
        s1:begin
            ldm=0;ldq=1;clra=1;sfta=0;sftq=0;ldent=1;decr=0;done=0;q0=0;q1=0;sfta=0;sub=0;lda=0;
        end
        s2:begin
            ldm=1;ldq=0;sfta=1;sftq=1;ldent=0;decr=0;done=0;clra=0;q0=0;q1=0;add=0;sub=0;lda=0;
        end
        s3:begin
            ldm=0;ldq=0;sfta=0;sftq=0;ldent=0;decr=0;done=0;clra=0;add=0;sub=1;q0=0;q1=0;lda=0;
        end
        s4:begin
            ldm=0;ldq=0;sfta=0;sftq=0;ldent=0;decr=0;done=0;clra=0;add=1;sub=0;q0=0;q1=0;lda=0;
        end
        s5:begin
            ldm=0;ldq=0;sfta=0;sftq=0;ldent=0;decr=0;done=0;clra=0;add=0;sub=0;q0=0;q1=0;lda=0;
         end
        s6:begin
            ldm=0;ldq=0;sfta=0;q0=0;q1=1;sftq=0;ldent=0;decr=0;done=0;clra=0;add=0;sub=0;lda=0;
        end
        s7: begin ldm=0;ldq=0;sfta=0;sftq=0;ldent=0;decr=0;done=0;q0=1;q1=0;add=0;sub=0;lda=0;
        end
        s8:begin ldm=0;ldq=0;sfta=0;sftq=0;ldent=0;decr=1;done=0;q0=0;q1=0;add=0;sub=0;lda=0;
        end
        s9:begin ldm=0;ldq=0;sfta=0;sftq=0;ldent=0;decr=0;done=0;q0=0;q1=0;add=0;sub=0;lda=0;
        end
        s10:begin ldm=0;ldq=0;sfta=0;sftq=0;ldent=0;decr=0;done=0;q0=0;q1=0;add=0;sub=0;lda=0;
        end
        s11:begin ldm=0;ldq=0;sfta=0;sftq=0;ldent=0;decr=0;done=0;q0=0;q1=0;add=1;sub=0;lda=0;
        end
        s12:begin done=1;
        end
        default:begin
            clra=0;sfta=0;ldq=0;sftq=0;done=0;
        end  
    endcase
end
endmodule
```
==> flow_summary.json <==
{
  "warnings": 28,
  "arrival_ns": 0.98,
  "switching_share_pct": 24.0,
  "crit_type": "reg2out",
  "seq_area_sq_um": 368,
  "synth_area_sq_um": 688,
  "vias": 480,
  "power.share.clock_pct": 31.1,
  "setup_viol": 1,
  "finalClockPeriodUsage_pct": 101,
  "power_switching_uw": 297,
  "finalMaxSlewViolations": 0,
  "grt_pass1_wl_mm": 2.24,
  "grt_pass1_vias": 488,
  "hpwl_mm": 1.18,
  "io_buffers": 17,
  "antenna_found_initial": 0,
  "hp-start": "c.data_out[2]",
  "coreArea_sq_um": 6280,
  "p_int_uw": 939,
  "p_per_area_nw_per_um2": 1140,
  "untimed_endpoints": 3,
  "cp_max_fo": 2,
  "drtPass1Iterations": 4,
  "worstPathRequired_ns": 0.96,
  "yosys_area_sq_um": 688,
  "rsz0062_at_grt": "yes",
  "ys_cells": 63,
  "instances_no_fill": 168,
  "clk_path_buf_depth": 2,
  "ys.flop_type": "edfxtp_1",
  "crit_path_end_kind": "output port",
  "ant_nets": 0,
  "cts-hold-fix-buffers": 0,
  "fin_ws_ns": -0.0156,
  "p_leak_uw": 0.000446,
  "die_y_um": 100,
  "synth_top_area_share_pct": 34.9,
  "drive_above_1_share_pct": 27.5,
  "insertion_delay_ns": 0.24,
  "post-route-drc-count": 0,
  "ir_drop_mv": 0.352,
  "io_pins": 19,
  "overflow": 0,
  "synth-async-reset-ratio_pct": 0,
  "setup_tns_ns": -0.0156,
  "chipWidth_um": 100,
  "core.rowCount": 29,
  "common_cells": "inv_1, edfxtp_1, nand2_1, ha_1",
  "clk_pin_slew_ns": 0.05,
  "status": "finished with violations",
  "routabilityCongestion": 0.734,
  "startpoint_type": "flop",
  "hp-class": "reg2reg",
  "unclocked_regs": 3,
  "wl_per_cell_um": 8.14,
  "synth_area_leader_cell": "edfxtp_1",
  "dieArea_sq_um": 10000,
  "seq_power_share_pct": 45.1,
  "max_freq_mhz": 823,
  "finish.utilization_pct": 17.3,
  "cp-startpoint": "c.data_out[0]",
  "ys.flops": 15,
  "cts_tree": "yes",
  "track_usage_pct": 2.78,
  "power_uw": 1240,
  "vias_per_cell": 2.86,
  "antennaDiodeCount": 0,
  "wl_mm": 1.37,
  "root_buffer": "clkbuf_8",
  "pwr-share-comb_pct": 23.8,
  "ys_types": 19,
  "synthTopCellsByArea": "edfxtp_1, dfxtp_1, ha_1",
  "skew_ns": 0.00624,
  "r2r-start": "c.data_out[0]",
  "fp_util_pct": 11.0,
  "edf_count": 8,
  "placed_cells": 162,
  "yosysMostFrequentCell": "inv_1",
  "tightest_slew_ns": 0.199,
  "grt_max_degree": 8,
  "drv_cap": 0,
  "area.growth.synth_to_final_pct": 58.2,
  "finalWorstPathRequiredPeriod_ns": 1.22,
  "dr.first_iter.drc_count": 18,
  "slew_headroom_pct": 86.3,
  "htree_levels": 1,
  "violations": "negative setup slack",
  "hold_viol": 0,
  "yosysWarnings": 6,
  "cts-buffers-inserted": 3,
  "avgSynthCellArea_sq_um": 10.9,
  "mi_logic_area_sq_um": 309,
  "synthCells": 63,
  "fillCellCount": 673
}
## layout make-up
cell class	count	area share, %
clock buffer	3	3.79
sequential	15	33.8
timing repair buffer	25	21.0
clock inverter	1	0.345
inverter	11	3.79
multi-input combinational	36	28.4
tap	77	8.85
## stage by stage
stage               worst slack [ns]  instance area, sq um  hold slack, ns
finish                       -0.0156                  1090           0.490
global placement              -0.247                   992           0.463
floorplan                      0.117                   688           0.307
detailed placement            -0.262                   992           0.476
global route                 -0.0742                  1090           0.528
CTS                           -0.205                  1080           0.487
## power by group through the flow
stage / Combinational [uW] / Clock (uW) / Sequential, uW
finish: 295 / 384 / 557
global route: 343 / 428 / 564
CTS: 307 / 408 / 556
## path summary, 6_finish.rpt
kind	to	slack, ns	depth (start not counted)
hold / removal	c.data_out[2]	0.49	2
hold reg to reg	c.data_out[2]	0.49	2
setup reg to reg	c.data_out[2]	0.19	4
setup / recovery	eqz	-0.02	4
## cell usage in the layout (no fill, tap or decap), types with 2 or more instances in the layout
cell type        count
o21ai_0              3
nor2_1               3
dfxtp_2              2
nand2_1              6
dfxtp_1              2
dlxtn_1              3
edfxtp_1             8
clkbuf_8             3
ha_1                 3
buf_4                7
inv_1                8
clkdlybuf4s50_1     14
mux2i_1              2
inv_2                3
nand2b_1             3
ha_4                 2
xnor2_1              3
a22o_1               2
buf_6                2
## state kept, by name (all words and copies together), names as in the netlist
register and count:
Ac.out 3, Mul.out 3, Qc.out 3, Sub.out 3, c.data_out 3
## layer usage
metal / up-vias / share of wire [%] / track usage [%] / routed length [um]
li1: 262 / - / - / -
met1: 206 / 47 / 3.56 / 643
met2: 10 / 43 / 4.13 / 587
met3: 2 / 9.0 / 1.53 / 123
met4: 0 / 0.88 / 0.435 / 12
met5: - / 0 / 0 / 0
## cells by family (layout without fill, tap and decap cells)
family	count (synthesis)	count (layout)	synth area share [%]
AND-OR/OR-AND	8	8	7.82
XOR/XNOR	5	5	6.36
adder cells (fa/ha/maj)	7	7	13.6
buffers and inverters	12	40	7.09
flip-flops	12	12	46.5
latches	3	3	6.54
multiplexers	2	2	2.91
AND/OR/NAND/NOR	14	14	9.09
## worst max-delay path, cell delays in order (launching register included)
cell      delay, ns
dfxtp_2        0.33
inv_2          0.04
ha_4           0.15
ha_4           0.14
clkbuf_2       0.08
## repair_timing
action,4_1_cts,5_1_grt
setup buffers,3,0
endpoints found under the setup margin,4,6
gates resized,13,9
pin swaps,0,2
Power is estimated from default activity; no workload was simulated.
